==> flow/design.v <==
`timescale 1ns / 1ps
module updown(
    input clk,
    input reset,
    output reg [3:0] down_count,
    output reg [3:0] up_count
    );
    always @(posedge clk or posedge reset)
    begin
    if (reset)
    begin
        up_count <= 0;
    end 
    else
     begin
        if (up_count == 15) 
        begin
            up_count <= 0;
        end 
        else 
        begin
            up_count <= up_count + 1;
        end
        end
        end
    always @(posedge clk or posedge reset)
    begin
    if (reset) 
    begin
       down_count <= 4'b1111;
    end
    else 
    begin
     if (up_count == 12) 
     begin
        down_count <= down_count - 1;
     end
     end
    end
endmodule
==> flow/run.sh <==
#!/bin/bash
# OpenROAD 26Q1-2900-gdf79404cd8, Yosys 0.63+post, stock flow scripts
make -C /OpenROAD-flow-scripts/flow DESIGN_CONFIG=/design/flow/config.mk WORK_HOME=/design/flow/orfs finish
==> flow/config.mk <==
export PLATFORM = sky130hd
export DESIGN_NAME = updown
export DESIGN_NICKNAME = updown
export VERILOG_FILES = /design/flow/design.v
export SDC_FILE = /design/flow/constraint.sdc
export NUM_CORES = 4
export LEC_CHECK = 1
export CORE_AREA = 10 10 70 70
export DIE_AREA = 0 0 80 80
==> flow/constraint.sdc <==
current_design updown

set clk_period 2.3
set clk_io_pct 0.2

create_clock -name clk0 -period $clk_period [get_ports {clk}]

set non_clock_inputs [all_inputs -no_clocks]
set_input_delay [expr $clk_period * $clk_io_pct] -clock clk0 $non_clock_inputs
set_output_delay [expr $clk_period * $clk_io_pct] -clock clk0 [all_outputs]
==> ci_impl_report.md <==
### Metrics collected by this job

| Metric | Value |
|---|---|
| Status | finished clean |
| Top cell area share | 29.0% |
| Violation tally from detailed-route iteration zero | 4 |
| Worst skew pair latency | 250 ps |
| Final setup viols | 0 |
| Pint | 209 uW |
| Hold Fails Final Rpt | 0 |
| N_diodes | 0 |
| Crit path DRT | 1840 ps |
| Syn avg cell area | 12.1 um2 |
| Unique cell types | 14 |
| Most numerous logic cells after layout | 9 x clkdlybuf4s50_1, 6 x inv_1, 4 x dfstp_2, 4 x dfrtp_1 |
| Worst Tran Pin Value | 305 ps |
| CTS H-tree depth | 1 |
| Post-Syn Instances | 30 |
| Share of layout cells above drive strength 1 | 20.9% |
| TNS Setup | 0 ps |
| Yosys stat cell total | 30 |
| Worst clock skew | 2.80 ps |
| Max Cap Viol | 0 |
| Yosys Chip Area | 363 um2 |
| CP top delay family | flip-flops |
| CP Cell Sequence | clkdlybuf4s50_1 |
| Most frequent logic cell in the layout | clkdlybuf4s50_1 |
| Slowest cell delay on critical path | 560 ps |
| Die height | 80 um |
| Slowest CP cell | dfstp_2 |
| # Post-CTS Setup Buffers | 0 |
| Post-route DRC | 0 |
| Post-detailed-route count of antenna-violating nets | 0 |
| CTS tree | yes |
| Max Slew Vio Count | 0 |
| Final WL | 789 um |
| Final worst-path cycle share | 75.7% |
| Ys Warns | 1 |
| GR Overflow Total | 0 |
| Worst slew margin | 79.7% |
| Crit. End Element | output pin |
| Clock power frac | 44.1% |
| Min-delay worst type | in2async |
| Total CTS buffers | 3 |
| PD cells | 485 mW/mm2 |
| Sequential Power Share | 54.2% |
| Final RePlAce weighted congestion | 0.608 |
| Clk pin slew, worst setup/hold paths | 50 ps |
| GRT Total Usage | 2.68% |
| Row count | 21 |
| Clock sink total | 8 |
| Yosys top cell by area | dfstp_2 |
| Tool warnings | 26 |
| Post-CTS sizing | 0 |
| Vias in the first global route | 298 |
| Die Wd | 80 um |
| Vias per cell | 3.10 |
| Post-route cell area | 537 um2 |
| Crit start category | flop |
| Clock Tree Buf Depth | 2 |
| DP Area | 510 um2 |
| CTS hold repair buffers | 0 |
| Ports | 10 |
| Gate power share | 1.7% |
| Dpl hpwl | 609 um |
| Antenna violations before repair | 0 |
| I/O Buffers | 9 |
| Fmax | 574 MHz |
| Unrepaired setup endpoints after global routing | no |
| Critical Path AT | 1280 ps |
| Critical Setup Path Class | reg2out |
| Synthesized area | 363 um2 |
| Largest net degree at the start of global routing | 9 |
| Vias post-DR | 276 |
| P&R area growth vs syn | 47.9% |
| Worst vdd ir | 0.199 mV |
| Net Sw Frac | 19.7% |
| Critical path buffers and inverters | 1 |
| Largest cells by area after synthesis | dfstp_2 29%, dfrtp_1 28%, ha_1 10%, inv_1 6.2%, xnor2_1 4.8% |
| #FFs+latches synth | 8 |
| Fillers | 395 |
| Placeable Area | 0.00342 mm2 |
| Crit path time final | 1740 ps |
| Max Fanout on Critical Path | 4 |
| First-pass GRT wire length | 1330 um |
| Starting Density | 10.6% |
| Routed length per instance | 8.87 um |
| Root buf cell | clkbuf_4 |
| P_sw | 51.3 uW |
| Pre-Repair DR Iteration Count | 4 |
| Die area | 0.00640 mm2 |
| Pleak | 0.000212 uW |
| Register area share after synthesis | 56.6% |
-- flip-flops by register name (all words and copies together) (netlist names) --
register    count
down_count      4
up_count        4
-- cell usage after synthesis --
master   count
o21ai_0      2
dfstp_2      4
nand2_1      1
xnor2_1      2
a31oi_1      1
ha_1         3
nor4_2       1
inv_1        6
o41ai_1      1
a21oi_1      1
xor2_1       2
dfrtp_1      4
nand4_1      1
nand3_2      1
-- cell families after synthesis --
family,count (synthesis),synth area share (%)
XOR/XNOR,4,9.66
flip-flops,8,56.6
AND-OR/OR-AND,5,8.28
AND/OR/NAND/NOR,4,8.97
buffers and inverters,6,6.21
adder cells (fa/ha/maj),3,10.3
-- area by class of cell --
cell class / instances / area (um2) / area share, %
timing repair buffer: 9 / 90.1 / 16.8
inverter: 6 / 22.5 / 4.20
tap: 46 / 57.6 / 10.7
clock buffer: 4 / 26.3 / 4.90
multi-input combinational: 16 / 135 / 25.2
sequential: 8 / 205 / 38.2
-- final timing paths --
| path | startpoint | end | slack [ps] | cells past startpoint |
|---|---|---|---|---|
| setup / recovery | down_count[0] | down_count[0] | 560 | 1 |
| hold / removal | reset | up_count[1] | 460 | 2 |
| setup reg to reg | up_count[0] | down_count[3] | 980 | 5 |
| hold reg to reg | down_count[0] | down_count[0] | 510 | 1 |
| max in group asynchronous | reset | down_count[3] | 1560 | 2 |
| min in group clk0 | down_count[0] | down_count[0] | 510 | 1 |
-- per-stage QoR --
| stage | total power [uW] | setup WS, ps | util, % | hold WS, ps | cells |
|---|---|---|---|---|---|
| 6_report | 261 | 559 | 15.7 | 458 | 89 |
| 3_3_place_gp | 148 | 827 | 14.9 | 490 | 85 |
| 4_1_cts | 263 | 545 | 15.7 | 463 | 89 |
| 3_5_place_dp | 148 | 819 | 14.9 | 499 | 85 |
| 5_1_grt | 274 | 507 | 15.7 | 471 | 89 |
| 2_1_floorplan | 146 | 1170 | - | 273 | 30 |
-- per-layer routing --
metal  wire [um]  global-route usage, %  vias to the layer above
met3         188                   3.30                        0
li1            -                      -                      130
met4           0                  0.352                        0
met5           0                      0                        -
met2         268                   3.05                       15
met1         332                   3.10                      131
-- power groups by stage --
stage / combinational [uW] / clock (uW) / sequential [uW]
after CTS: 4.58 / 117 / 141
after global routing: 4.93 / 128 / 141
final: 4.43 / 115 / 141
-- worst reg2reg max path: cells and delay by family (launching register included) --
family / cells / cell delay, ps
xor gates and xnor gates: 1 / 180
and+or+nand+nor: 2 / 340
adders and majority gates: 1 / 200
DFF: 1 / 430
buffers and inverters: 1 / 100
Power figures rest on the tool's default switching activity, not on a simulated workload.
